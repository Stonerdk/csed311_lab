[flow/config.mk]
export PLATFORM = sky130hd
export DESIGN_NAME = external_device
export DESIGN_NICKNAME = external_device
export VERILOG_FILES = /design/flow/design.v
export SDC_FILE = /design/flow/constraint.sdc
export NUM_CORES = 4
export LEC_CHECK = 1
export CORE_AREA = 10 10 89 89
export DIE_AREA = 0 0 99 99
[flow/constraint.sdc]
current_design external_device

set clk_period 2.8
set clk_io_pct 0.2

create_clock -name clk0 -period $clk_period [get_ports {clk}]

set non_clock_inputs [all_inputs -no_clocks]
set_input_delay [expr $clk_period * $clk_io_pct] -clock clk0 $non_clock_inputs
set_output_delay [expr $clk_period * $clk_io_pct] -clock clk0 [all_outputs]
[flow/design.v]
`timescale 1ns/1ns
module external_device (clk, reset_n, mtoe, index, interrupt, transfer_data);
input clk;
input reset_n;
input mtoe;
input [5:0] index;
output reg interrupt;
output [63 : 0] transfer_data;
wire [63 : 0] transfer_data;
reg [16-1:0] num_clk;  
reg [16-1:0] data [0:16-1];  
always @(*) begin
end
	assign transfer_data[15:0] = mtoe ? data[index] : 0;
	assign transfer_data[31:16] = mtoe ? data[index + 1] : 0;
	assign transfer_data[47:32] = mtoe ? data[index + 2] : 0;
	assign transfer_data[63:48] = mtoe ? data[index + 3] : 0;
always @(posedge clk) begin
	if(!reset_n) begin
		data[16'd0] <= 16'h0001;
		data[16'd1] <= 16'h0002;
		data[16'd2] <= 16'h0003;
		data[16'd3] <= 16'h0004;
		data[16'd4] <= 16'h0005;
		data[16'd5] <= 16'h0006;
		data[16'd6] <= 16'h0007;
		data[16'd7] <= 16'h0008;
		data[16'd8] <= 16'h0009;
		data[16'd9] <= 16'h000a;
		data[16'd10] <= 16'h000b;
		data[16'd11] <= 16'h000c;
		num_clk <= 0;
		interrupt <= 0;
	end
	else begin
		num_clk <= num_clk+1;
		if(num_clk == 600) begin
			interrupt <= 1;
		end
		else if(num_clk == 660) begin
			interrupt <= 0;
			end
	end
end
endmodule
[flow/run.sh]
#!/bin/bash
# OpenROAD 26Q1-2900-gdf79404cd8, Yosys 0.63+post, stock flow scripts
make -C /OpenROAD-flow-scripts/flow DESIGN_CONFIG=/design/flow/config.mk WORK_HOME=/design/flow/orfs finish
==> reports/results.tsv <==
metric	value	unit
status	finished, final reports clean	
Chip Width	99	um
register area share after synthesis	0.211	
Async SR Flop Fraction	0	
drc violations	0	
r2r worst-path depth	5	
post-synth area from yosys stat	1620	um^2
P&R area growth vs syn	19.3	%
CP peak stage delay	510	ps
Buf+Inv Stages, Crit Path	5	
Post-Route WL	3210	um
Netlist cell types	40	
met2 routed WL	1420	um
Std-Cell Core Area	5990	um^2
slowest CP cell	clkdlybuf4s50_1	
Slew @ Worst Pin	547	ps
crit-path cells	clkbuf_2 -> inv_1 -> ha_1 -> a21oi_2 -> buf_4 -> buf_4 -> nor2_1 -> a211oi_1 -> clkdlybuf4s50_1	
I/O pins	74	
initial antenna violation count	0	
r2r setup slk	1320	ps
cell family with most CP delay	buffers and inverters	
crit path capture type	output port	
Starting Density	0.270	
worst path required time	2240	ps
Ant. Diodes	0	
clock buffer depth	2	
final slew viol count	0	
reg2reg end	num_clk[12]$_SDFF_PN0_	
most used logic cell in the final layout	conb_1	
via count	1223	
Sink Count	17	
Via density	3.91	
min-delay worst type	reg -> reg	
final hold violation count	0	
drt first-iter violations	51	
largest net degree at the start of global routing	20	
CTS tree	built	
final antenna-violating net count	0	
Ys Warns	66	
Startpoint Class	primary input	
share of layout cells above drive strength 1	0.172	
wire per inst	10.2	um
Pwr Density	297	nW/um^2
Mean Syn Cell Area	8.00	um^2
1st-pass router iterations	4	
Synth flops	17	
Leak	0.000872	uW
hold path startpoint	num_clk[15]$_SDFF_PN0_	
worst IR drop on VDD	0.171	mV
RR Startpoint	num_clk[0]$_SDFF_PN0_	
Tcrit/Tclk final	0.950	
clk ins delay skew pair	250	ps
Mapped Cells	202	
Log Warnings	29	
Crit Path Category	in -> out	
yosys cell count	202	
Root Buffer	clkbuf_8	
CTS clk-pin slew, worst paths	70	ps
M1 WL	1550	um
relative slew slack	0.634	
Die Y-Extent	99	um
wire length on met3	216	um
DP HPWL	2660	um
Post-synth EDFFs	0	
hold endpoint	num_clk[15]$_SDFF_PN0_	
Die ar.	9800	um^2
worst-path fanout max	4	
Top Layer Used	met4	
# setup viols final	0	
clk_skew	4.73	ps
crit path DAT	2100	ps
TritonCTS Buffers	3	
Max Clk Rate	0.376	GHz
IO buf count	23	
vias in the first global route	1171	
most frequent CP cell	buf_4	
Cell Rows	28	
crit path time final	2660	ps
most frequent cells in the layout	conb_1, clkdlybuf4s50_1, buf_4	
hold depth	2	
H-tree Lvls	1	
Top FF cell, synth	dfxtp_1	
maxcap violations	0	
gr usage total	0.0597	
Min Hold Slack	480	ps
global route overflow	0	
first-pass GRT wire length	5290	um
setup TNS	0	ps
synthesized area	1620	um^2
RD Place Congestion	0.778	
==> report_power, final <==
group	leakage, uW	internal, uW	switching, uW
clock	0.0000255	98.6	82.3
combinational	0.000709	82.1	59.0
sequential	0.000138	245	5.81
==> sequential cells by signal, indices dropped and copies added, names as in the netlist <==
register / count
interrupt: 1
num_clk: 16
==> per-stage QoR <==
stage	power [uW]	utilization	setup slack, ps	instance area (um^2)	instances
global route	610	0.322	-4.94	1930	313
global placement	397	0.309	-255	1850	308
finish	573	0.322	140	1930	313
detailed placement	397	0.309	-276	1850	308
CTS	579	0.318	1.42	1900	312
floorplan	364	-	484	1790	249
==> routing by layer <==
layer  up-vias  track usage
met1       536       0.0804
met5         -            0
met2        45       0.0997
met3         2       0.0127
met4         0      0.00441
li1        640            -
==> cells by family after synthesis <==
logic type               count (synthesis)  synth area share
AND/OR/NAND/NOR                         76             0.303
buffers and inverters                   62             0.259
AND-OR/OR-AND                           24            0.0960
XOR/XNOR                                17            0.0921
flip-flops                              17             0.211
adder cells (fa/ha/maj)                  4            0.0310
other                                    1           0.00232
multiplexers                             1           0.00619
==> tightest hold or removal path: cells and delay by family (launching register included) <==
| kind | cells | cell delay [ps] |
|---|---|---|
| simple gates | 1 | 50 |
| mux | 1 | 60 |
| flops | 1 | 320 |
==> synthesized netlist by cell type, types with 3 or more instances <==
cell,number,area share
a21boi_1,3,0.014
and2_1,13,0.050
a21oi_1,6,0.019
nor3_1,5,0.015
o21ai_0,5,0.015
nand3_1,7,0.022
nand2b_1,5,0.019
xor2_1,11,0.060
clkbuf_1,5,0.012
buf_4,49,0.23
xnor2_1,6,0.033
inv_1,5,0.012
nor2_1,9,0.021
nand2_1,13,0.030
ha_1,4,0.031
dfxtp_1,17,0.21
a21boi_0,3,0.014
nor2b_1,6,0.023
==> cell type report <==
class | instances | area (um^2)
Fill cell | 611 | 4060
Multi-Input combinational cell | 170 | 1060
Timing Repair Buffer | 42 | 364
Sequential cell | 17 | 340
Tap cell | 75 | 93.8
Clock buffer | 3 | 41.3
Inverter | 5 | 18.8
Clock inverter | 1 | 5.00
==> what timing repair did <==
action	CTS	global route
buffers inserted	0	1
hold buffers	0	0
setup endpoints to repair	12	7
gates resized	6	8
pin swaps	3	3
==> worst max path at each step <==
| stage | from | to | cells after the start |
|---|---|---|---|
| 4_1_cts | index[0] | transfer_data[3] | 6 |
| 5_1_grt | index[1] | transfer_data[50] | 8 |
| 6_report | index[1] | transfer_data[49] | 9 |
Power and IR drop assume default switching activity.
