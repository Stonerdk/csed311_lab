<file path="flow/design.v">
module cache (
        input          clk, 
        input          reset_n,
        input [15:0]   address1,
        input [15:0]   address2,
        input          cpu_read_m1, 
        input          cpu_read_m2, 
        input          cpu_write_m2,
        input          mem_signal,
        input [63:0]   mem_data1,  
        input [63:0]   mem_data2,
        input [15:0]   cpu_data,  
        input          bg,   
        output reg     hit,
        output         stall,
        output         mem_read_m1,
        output         mem_read_m2,
        output         mem_write_m2,
        output [15:0]  mem_address1,
        output [15:0]  mem_address2,
        output [15:0]  mem_write_data,
        output [15:0]  wb_data1,
        output [15:0]  wb_data2
    );
    wire [11:0]             address1_tag;
    wire [1:0]              address1_index;
    wire [1:0]              address1_offset;
    wire [11:0]             address2_tag;
    wire [1:0]              address2_index;
    wire [1:0]              address2_offset;
    reg                     set1_valid  [0:4'd4 - 1];
    reg [11:0]              set1_tag    [0:4'd4 - 1];
    reg [8'd16 - 1:0]  set1_data   [0:4'd4 - 1][0:4'd4 - 1];
    reg                     set1_lru    [0:4'd4 - 1];
    reg                     set2_valid  [0:4'd4 - 1];
    reg [11:0]              set2_tag    [0:4'd4 - 1];
    reg [8'd16 - 1:0]  set2_data   [0:4'd4 - 1][0:4'd4 - 1];
    reg                     set2_lru    [0:4'd4 - 1];
    wire                    addr1_set1_hit, addr1_set2_hit, addr1_hit;
    wire                    addr2_set1_hit, addr2_set2_hit, addr2_hit;
    wire [8'd16-1:0]   addr1_data, addr2_data;
    wire [8'd16-1:0]   addr1_mem_data, addr2_mem_data;
    integer i;
    assign address1_tag = address1[15:4];
    assign address1_index = address1[3:2];
    assign address1_offset = address1[1:0];
    assign address2_tag = address2[15:4];
    assign address2_index = address2[3:2];
    assign address2_offset = address2[1:0];
    assign mem_address1 = address1;
    assign mem_address2 = address2;
    assign mem_write_data = cpu_data;
    assign addr1_set1_hit = set1_valid[address1_index] && set1_tag[address1_index] == address1_tag;
    assign addr1_set2_hit = set2_valid[address1_index] && set2_tag[address1_index] == address1_tag;
    assign addr1_hit = addr1_set1_hit || addr1_set2_hit;
    assign addr2_set1_hit = set1_valid[address2_index] && set1_tag[address2_index] == address2_tag;
    assign addr2_set2_hit = set2_valid[address2_index] && set2_tag[address2_index] == address2_tag;
    assign addr2_hit = addr2_set1_hit || addr2_set2_hit;
    assign mem_read_m1 = cpu_read_m1 && !addr1_hit && !bg;
    assign mem_read_m2 = cpu_read_m2 && !addr2_hit && !bg;
    assign mem_write_m2 = cpu_write_m2 && !bg;
    assign stall = ((mem_read_m1 || mem_read_m2 || mem_write_m2) && !mem_signal)
                    || (cpu_read_m1 && !addr1_hit && bg) || (cpu_read_m2 && !addr2_hit && bg) || (mem_write_m2 && bg);
    assign addr1_data = addr1_set1_hit ? set1_data[address1_index][address1_offset] : set2_data[address1_index][address1_offset];
    assign addr2_data = addr2_set1_hit ? set1_data[address2_index][address2_offset] : set2_data[address2_index][address2_offset];
    assign addr1_mem_data = address1_offset == 0 ? mem_data1[15:0] :
                            address1_offset == 1 ? mem_data1[31:16] :
                            address1_offset == 2 ? mem_data1[47:32] :
                            mem_data1[63:48];
    assign addr2_mem_data = address2_offset == 0 ? mem_data2[15:0] :
                            address2_offset == 1 ? mem_data2[31:16] :
                            address2_offset == 2 ? mem_data2[47:32] :
                            mem_data2[63:48];
    assign wb_data1 = addr1_hit ? addr1_data : addr1_mem_data;
    assign wb_data2 = addr2_hit ? addr2_data : addr2_mem_data;
    always @(posedge clk) begin
        if (!reset_n) begin
            hit <= 0;
            for (i = 0; i < 4'd4; i = i + 1) begin
                set1_valid[i] <= 0;
                set1_tag[i] <= 0;
                set1_data[i][0] = 0;
                set1_data[i][1] <= 0;
                set1_data[i][2] <= 0;
                set1_data[i][3] <= 0;
                set1_lru[i] <= 0;
                set2_valid[i] <= 0;
                set2_tag[i] <= 0;
                set2_data[i][0] <= 0;
                set2_data[i][1] <= 0;
                set2_data[i][2] <= 0;
                set2_data[i][3] <= 0;
                set2_lru[i] <= 0;
            end
        end
        else begin
            if (!stall) begin
                if (mem_read_m1) begin
                    if (set1_lru[address1_index] >= set2_lru[address1_index]) begin
                        set1_data[address1_index][0] <= mem_data1[15:0]; 
                        set1_data[address1_index][1] <= mem_data1[31:16]; 
                        set1_data[address1_index][2] <= mem_data1[47:32]; 
                        set1_data[address1_index][3] <= mem_data1[63:48]; 
                        set1_tag[address1_index] <= address1_tag;
                        set1_valid[address1_index] <= 1;
                        set1_lru[address1_index] <= 0;
                        set2_lru[address1_index] <= 1;
                    end
                    else begin
                        set2_data[address1_index][0] <= mem_data1[15:0]; 
                        set2_data[address1_index][1] <= mem_data1[31:16]; 
                        set2_data[address1_index][2] <= mem_data1[47:32]; 
                        set2_data[address1_index][3] <= mem_data1[63:48]; 
                        set2_tag[address1_index] <= address1_tag;
                        set2_valid[address1_index] <= 1;
                        set2_lru[address1_index] <= 0;
                        set1_lru[address1_index] <= 1;
                    end
                end
                else if (mem_read_m2) begin
                    if (set1_lru[address2_index] >= set2_lru[address2_index]) begin
                        set1_data[address2_index][0] <= mem_data2[15:0]; 
                        set1_data[address2_index][1] <= mem_data2[31:16]; 
                        set1_data[address2_index][2] <= mem_data2[47:32]; 
                        set1_data[address2_index][3] <= mem_data2[63:48]; 
                        set1_tag[address2_index] <= address2_tag;
                        set1_valid[address2_index] <= 1;
                        set1_lru[address2_index] <= 0;
                        set2_lru[address2_index] <= 1;
                    end
                    else begin
                        set2_data[address2_index][0] <= mem_data2[15:0]; 
                        set2_data[address2_index][1] <= mem_data2[31:16]; 
                        set2_data[address2_index][2] <= mem_data2[47:32]; 
                        set2_data[address2_index][3] <= mem_data2[63:48]; 
                        set2_tag[address2_index] <= address2_tag;
                        set2_valid[address2_index] <= 1;
                        set2_lru[address2_index] <= 0;
                        set1_lru[address2_index] <= 1;
                    end
                end
                if (mem_write_m2) begin
                    if (addr2_set1_hit)
                        set1_data[address2_index][address2_offset] <= cpu_data;
                    else if (addr2_set2_hit)
                        set2_data[address2_index][address2_offset] <= cpu_data;
                end
            end
        end
    end
endmodule
</file>
<file path="flow/run.sh">
#!/bin/bash
# OpenROAD 26Q1-2900-gdf79404cd8, Yosys 0.63+post, stock flow scripts
make -C /OpenROAD-flow-scripts/flow DESIGN_CONFIG=/design/flow/config.mk WORK_HOME=/design/flow/orfs finish
</file>
<file path="flow/config.mk">
export PLATFORM = sky130hd
export DESIGN_NAME = cache
export DESIGN_NICKNAME = cache
export VERILOG_FILES = /design/flow/design.v
export SDC_FILE = /design/flow/constraint.sdc
export NUM_CORES = 4
export LEC_CHECK = 1
export CORE_UTILIZATION = 30
</file>
<file path="flow/constraint.sdc">
current_design cache

set clk_period 27.5
set clk_io_pct 0.2

create_clock -name clk0 -period $clk_period [get_ports {clk}]

set non_clock_inputs [all_inputs -no_clocks]
set_input_delay [expr $clk_period * $clk_io_pct] -clock clk0 $non_clock_inputs
set_output_delay [expr $clk_period * $clk_io_pct] -clock clk0 [all_outputs]
</file>
==> Implementation_results.wiki <==
== Implementation results ==
{| class="wikitable"
! Metric !! Value
|-
| Outcome || finished clean
|-
| Design internal power || around 1700 uW
|-
| Hold Path Cell Cnt || 2
|-
| Synthesized netlist cell count || between 3k and 4k
|-
| Most instantiated flip-flop cell in the synthesis netlist || sky130_fd_sc_hd__edfxtp_1
|-
| Clock insertion delay at the later pin of the skew report || roughly 660 ps
|-
| Largest area contributor in the synthesized netlist || sky130_fd_sc_hd__edfxtp_1
|-
| Fin area || 46,000 um2
|-
| Hold Fails Final Rpt || 0
|-
| Number of antenna violations at the first check in global routing || 11
|-
| Tally of OpenROAD warnings || 25
|-
| Final standard cell utilization of the core || between 30 and 40%
|-
| Library cell appearing most often on the critical path || sky130_fd_sc_hd__buf_4
|-
| Wire length on met1 || 51.15 mm
|-
| Antenna violation net count after detailed routing || 0
|-
| Area share of the largest cell type after synthesis || 46.44%
|-
| Routed wirelength normalized by instance count || 34.40 um
|-
| Num ports || 268
|-
| CTS tree || yes
|-
| Reg power frac || approximately 46%
|-
| HPWL after detailed placement || 123.2 mm
|-
| Post-synth EDFFs || 612
|-
| Mean instance size in the synthesized netlist || ~13 um2
|-
| Final Hold Slack || 454.8 ps
|-
| Die Footprint || 133,400 um2
|-
| Crit Path Max Fanout || between 40 and 50
|-
| Comb power frac || between 10% and 20%
|-
| Share of cells above drive strength 1 || about 23%
|-
| Post-synthesis instance area || 39,570 um2
|-
| Maximum vdd ir drop || 0.00004258 V
|-
| Placer congestion estimate || ~1.1
|-
| Total stage count of the critical path || 11
|-
| Uppermost metal layer occupied by signal nets || met5
|-
| Number of buffers created by CTS || 68
|-
| Wire length of the first global-routing pass || between 200 and 250 mm
|-
| Layout overhead on the synthesized area || 16.25%
|-
| Slowest cell on crit path || sky130_fd_sc_hd__buf_4
|-
| Portion of total power attributed to the clock network || 38.5%
|-
| Slew HR || 22.16%
|-
| Synthesis Warnings || 1
|-
| Net switching power figure || 658.1 uW
|-
| Category of cells accounting for the largest share of critical-path delay || buffers and inverters
|-
| Top-count cell post-synth || sky130_fd_sc_hd__edfxtp_1
|-
| Critical Path Start Type || primary input
|-
| Critical hold path startpoint || set1_lru[0]$_DFF_P_
|-
| Post-CTS clock slew at the launch and capture registers of the worst setup and hold paths || 60 ps
|-
| Yosys stat chip area || 39,570 um2
|-
| Detailed-routing iteration count for the pre-antenna-repair pass || 6
|-
| Number of buffer and inverter instances along the worst setup path || 5
|-
| Slew at the pin closest to its max-slew limit || 1135 ps
|-
| Global-route total usage across every layer || 27.01%
|-
| Largest net degree at the start of global routing || just over 70
|-
| Endpoint of the worst-slack reg-to-reg timing path || set1_data[14][4]$_DFFE_PP_
|-
| Placeable core region || ~130,000 um2
|-
| Worst Clk Skew || 43.96 ps
|-
| Power consumption || roughly 2400 uW
|-
| Class of the most critical setup path || primary input to output pin
|-
| Cells traversed along the worst timing path || buf_4 -> buf_4 -> buf_4 -> mux4_2 -> xnor2_1 -> nand2_1 -> nor3b_1 -> or4b_2 -> buf_4 -> a21oi_1 -> clkdlybuf4s50_1
|-
| Number of fill cells || 12.46k
|-
| Power density over cell area || 51.81 nW/um2
|-
| Count of cells along the worst register-to-register path || 11
|-
| Post-place instance area || roughly 44,000 um2
|-
| Fin. max-slew vios || 0
|-
| Leakage power figure || about 0.016 uW
|-
| Period Utilization, post-route || between 50% and 60%
|-
| Slack of the worst reg-to-reg path || 22,160 ps
|-
| Core Rows || 132
|-
| Seq/Total Area, Yosys || 47.05%
|-
| CTS sink count || between 600 and 700
|-
| Avg Vias per Cell || approximately 6.3
|-
| RSZ-0062 raised after global routing || no
|-
| Detailed-route wire length || 170.5 mm
|-
| Count of input and output buffers || 266
|-
| Global route total overflow || 0
|-
| Vias in the first global route || between 30k and 40k
|-
| Post_cts resized || 0
|-
| Most common library cells after synthesis || sky130_fd_sc_hd__edfxtp_1, sky130_fd_sc_hd__mux4_2, sky130_fd_sc_hd__nand2_1
|-
| Dominant cells by area after synthesis || sky130_fd_sc_hd__edfxtp_1, sky130_fd_sc_hd__mux4_2, sky130_fd_sc_hd__o31ai_1, sky130_fd_sc_hd__o22ai_1, sky130_fd_sc_hd__mux2i_1
|-
| Setup tns final || 0 ps
|-
| Final-report setup violation count || 0
|-
| Fraction of the core area occupied by cells at floorplan || around 30%
|-
| WL met3 || 34.49 mm
|-
| Maximum level of the CTS H-tree || 3
|-
| Cts hold-fix bufs || 0
|-
| Sink of the worst hold path || set1_lru[0]$_DFF_P_
|-
| Cell total in the yosys stat output || 3,045
|-
| Switching power share of the total || 27.61%
|-
| Die extent in x || 365.2 um
|-
| Violation tally from detailed-route iteration zero || between 2k and 3k
|-
| Height of the die || approximately 370 um
|-
| Routed length on met2 || just over 70 mm
|-
| Post-CTS setup buffer count || 0
|-
| Unique cell types || about 65
|-
| Number of remaining DRC errors || 0
|-
| Library cell used as clock root buffer || sky130_fd_sc_hd__clkbuf_16
|-
| Hold crit path type || register to register
|-
| Maximum single-stage delay on the critical path || 630 ps
|-
| Register bit total from synthesis || 624
|-
| R2R Path Start || set1_tag[2][1]$_SDFFCE_PN0P_
|-
| Highest clock frequency the design can meet || 65.08 MHz
|-
| Critical path endpoint category || output pin
|-
| Share of async-settable or async-resettable flops after synthesis || 0%
|-
| Crit path DRT || 22,000 ps
|-
| Vias || 31.29k
|-
| Shortest clock period the worst path allows after layout || 15,370 ps
|-
| Signal arrival time at the worst endpoint || a little under 10,000 ps
|-
| Maximum number of buffers from clock root to sink || 3
|-
| Max-capacitance violation count || 0
|}
-- flip-flops by register name, indices dropped and copies added (netlist names) --
register / flops
set2_tag: 48
set1_data: 256
set2_lru: 4
set2_data: 256
set1_lru: 4
set2_valid: 4
set1_tag: 48
set1_valid: 4
-- stage by stage --
stage	std cells	setup slack [ps]
finish	4956	12130
CTS	4951	12200
global route	4953	11950
detailed placement	4831	12210
floorplan	3045	13700
global placement	4831	12250
-- logic make-up after synthesis --
family,Yosys count,synth area share [%]
AND-OR/OR-AND,720,13.06
other,1,0.009477
XOR/XNOR,62,1.372
multiplexers,538,25.85
AND/OR/NAND/NOR,705,7.905
buffers and inverters,395,4.756
flip-flops,624,47.05
-- metal layers --
layer / vias to the layer above / GRT usage, %
met3: 586 / 23.35
met4: 30 / 14.79
met2: 3015 / 36.84
met5: - / 4.212
met1: 15100 / 27.82
li1: 12560 / -
-- how the worst max path moves through the flow --
stage                from     endpoint  slack [ps]
global route  address2[2]  wb_data2[5]       11950
CTS           address2[2]  wb_data2[5]       12200
finish        address2[2]  wb_data2[5]       12130
-- power by group through the flow --
stage / combinational (uW) / sequential [uW] / clock [uW]
after CTS: 368 / 1090 / 919
after global routing: 389 / 1090 / 955
final: 380 / 1090 / 917
-- worst register-to-register path, stage by stage (launching register included) --
cell and delay [ps]:
sky130_fd_sc_hd__edfxtp_1 420, sky130_fd_sc_hd__mux4_2 490, sky130_fd_sc_hd__xnor2_1 160, sky130_fd_sc_hd__nand4_1 240
sky130_fd_sc_hd__nor4_2 80, sky130_fd_sc_hd__buf_4 270, sky130_fd_sc_hd__nor3b_2 690, sky130_fd_sc_hd__mux2i_4 1040
sky130_fd_sc_hd__nand2_2 390, sky130_fd_sc_hd__buf_4 440, sky130_fd_sc_hd__nand3b_1 420, sky130_fd_sc_hd__buf_4 360
-- cell type report --
| cell class | instances | area [um2] | area share (%) |
|---|---|---|---|
| inverters | 21 | 78.83 | 0.1714 |
| diodes | 5 | 12.51 | 0.02720 |
| multi-input cells | 2026 | 19150 | 41.63 |
| repair buffers | 418 | 3814 | 8.290 |
| clock buffers | 85 | 1828 | 3.974 |
| clock inverters | 35 | 321.6 | 0.6990 |
| flip-flops and latches | 624 | 18620 | 40.47 |
| well taps | 1742 | 2180 | 4.738 |
-- cell usage in the layout (no fill, tap or decap), types with 8 or more instances in the layout --
cell / netlist / final
sky130_fd_sc_hd__edfxtp_1: 612 / 612
sky130_fd_sc_hd__mux4_2: 383 / 383
sky130_fd_sc_hd__nand2_1: 301 / 299
sky130_fd_sc_hd__clkdlybuf4s50_1: 0 / 257
sky130_fd_sc_hd__o31ai_1: 213 / 213
sky130_fd_sc_hd__o22ai_1: 210 / 210
sky130_fd_sc_hd__nor2_1: 208 / 197
sky130_fd_sc_hd__buf_4: 53 / 155
sky130_fd_sc_hd__mux2i_1: 116 / 116
sky130_fd_sc_hd__a21oi_1: 70 / 70
sky130_fd_sc_hd__clkbuf_16: 0 / 70
sky130_fd_sc_hd__o211ai_1: 61 / 61
sky130_fd_sc_hd__and3_1: 57 / 57
sky130_fd_sc_hd__xnor2_1: 51 / 51
sky130_fd_sc_hd__mux2_2: 38 / 38
sky130_fd_sc_hd__a21boi_1: 38 / 38
sky130_fd_sc_hd__o21ai_0: 35 / 35
sky130_fd_sc_hd__nand3_1: 34 / 34
sky130_fd_sc_hd__a22oi_1: 27 / 27
sky130_fd_sc_hd__nand4_1: 25 / 25
sky130_fd_sc_hd__clkinv_1: 9 / 19
sky130_fd_sc_hd__nor3_1: 20 / 18
sky130_fd_sc_hd__o211ai_4: 16 / 16
sky130_fd_sc_hd__nand3b_1: 13 / 13
sky130_fd_sc_hd__clkbuf_1: 233 / 13
sky130_fd_sc_hd__inv_1: 12 / 12
sky130_fd_sc_hd__nand2b_1: 12 / 12
sky130_fd_sc_hd__nor2_2: 1 / 12
sky130_fd_sc_hd__a21boi_0: 12 / 12
sky130_fd_sc_hd__clkinv_2: 0 / 12
sky130_fd_sc_hd__dfxtp_1: 12 / 12
sky130_fd_sc_hd__xor2_1: 11 / 11
sky130_fd_sc_hd__nor2b_1: 8 / 8
Power is estimated from default activity; no workload was simulated.
