$ cat ./design.v
module branch_predictor(clk, reset_n, PC, is_flush, taken, datahazard, is_branch, is_jump, actual_next_PC, actual_PC, next_PC);
	input clk;
	input reset_n;
	input [16-1:0] PC;
	input is_flush;
	input taken;
	input datahazard;
	input is_branch, is_jump;
	input [16-1:0] actual_next_PC;  
	input [16-1:0] actual_PC;  
	output [16-1:0] next_PC;
	wire [7:0] actual_pc_idx;
	wire [7:0] actual_pc_tag;
	wire [7:0] pc_idx;
	wire [7:0] pc_tag;
	wire cache_hit;
	reg [7:0] TAG [0:255];
	reg [16-1:0] TARGET [0:255];
	reg [1:0] SATURATION;
	reg [16-1:0] i;
	assign actual_pc_idx = actual_PC[7:0];
	assign actual_pc_tag = actual_PC[15:8];
	assign pc_idx = PC[7:0];
	assign pc_tag = PC[15:8];
	assign cache_hit = pc_tag == TAG[pc_idx];
	assign next_PC = is_flush ? actual_next_PC : ((cache_hit && (SATURATION[1] || is_jump)) ? TARGET[pc_idx] : PC + 1);
	always @(posedge clk) begin
		if (!reset_n) begin
			for (i = 1; i < 256; i = i + 1) begin
				TAG[i] <= 0;
				TARGET[i][15:8] <= 0;
				TARGET[i][7:0] <= i + 1;
			end
			TAG[0] <= 0;
			TARGET[0] <= 35;
			SATURATION <= 2;
		end
		else begin
			if ((is_branch || is_jump) && !datahazard) begin
				if (is_branch) begin
					if (taken)
						SATURATION <= SATURATION == 3 ? 3 : SATURATION + 1;
					else
						SATURATION <= SATURATION == 0 ? 0 : SATURATION - 1;
				end
				TAG[actual_pc_idx] <= actual_pc_tag;
				TARGET[actual_pc_idx] <= actual_next_PC;
			end	
		end
	end
endmodule
$ cat ./run.sh
#!/bin/bash
# OpenROAD 26Q1-2900-gdf79404cd8, Yosys 0.63+post, stock flow scripts
make -C /OpenROAD-flow-scripts/flow DESIGN_CONFIG=/design/flow/config.mk WORK_HOME=/design/flow/orfs finish
$ cat ./config.mk
export PLATFORM = sky130hd
export DESIGN_NAME = branch_predictor
export DESIGN_NICKNAME = branch_predictor
export VERILOG_FILES = /design/flow/design.v
export SDC_FILE = /design/flow/constraint.sdc
export NUM_CORES = 4
export LEC_CHECK = 1
export CORE_UTILIZATION = 50
export SYNTH_MEMORY_MAX_BITS = 65536
$ cat ./constraint.sdc
current_design branch_predictor

set clk_period 108.2
set clk_io_pct 0.2

create_clock -name clk0 -period $clk_period [get_ports {clk}]

set non_clock_inputs [all_inputs -no_clocks]
set_input_delay [expr $clk_period * $clk_io_pct] -clock clk0 $non_clock_inputs
set_output_delay [expr $clk_period * $clk_io_pct] -clock clk0 [all_outputs]
==> run summary <==
Post-synth top cells -> 6144 x edfxtp_1, 5125 x and2_1, 1708 x mux4_2
dpl hpwl -> 579300 um
cell mode on critical path -> buf_4
Leakage -> 105.2 nW
EDFF count, synth -> 6144
H-tree depth -> 6
FFs w/ async S/R, synth -> 0%
IO Port Bufs -> 70
CORE AREA -> 557800 um^2
Fin Hold WS -> 565.5 ps
number of unique standard cell types used by synthesis -> 77
clk ins delay skew pair -> 1120 ps
global-route wire length before repair -> 1295000 um
CP bufs+invs -> 10
synthesized area per cell -> 15.86 um^2
Setup crit start kind -> primary input
flop2flop setup slack -> 107270 ps
clock slew at reported path FFs -> 60 ps
Slew headroom -> -1.051%
CTS Buffer Depth -> 4
Top cells by area -> edfxtp_1 66%, mux4_2 14%, and2_1 11%, or3_1 2.3%, clkbuf_1 2.1%
vias per inst -> 6.083
worst path cell trace -> buf_16, buf_4, buf_4, buf_4, buf_4, buf_4, buf_12, buf_4, mux4_2, mux2i_1, o2111ai_1, a22oi_1, nor3_1, nor4_1, and4_1, a31oi_1, a2bb2oi_1, buf_4, clkdlybuf4s50_1
setup TNS -> 0 ps
CP peak stage delay -> 900 ps
chip area -> 564400 um^2
Final Hold Fails -> 0
maximum number of pins on one net before global-route repair -> 121
RD Place Congestion -> 1.018
I/O pins -> 71
cts repair resizes -> 0
worst r2r dst -> SATURATION[0]
Yosys chip area -> 280700 um^2
delay-heaviest family, CP -> buffers and inverters
Max Cap Viol -> 0
average wire per standard cell -> 36.04 um
CP Max Fanout -> 64
Yosys top cell area share -> 65.73%
1st-iter DRT viols -> 11189
initial antenna violation count -> 72
antenna viol nets, final -> 0
worst flop-to-flop path startpoint -> SATURATION[0]
Worst Path Arrival -> 31400 ps
post-synth top area cell -> edfxtp_1
final setup fails -> 0
Log Warnings -> 31
CP startpoint -> PC[0]
layout cells sized above 1 -> 22.31%
Syn-to-layout area delta -> 11.36%
Setup CP Type -> in -> out
Core Util at FP -> 50.32%
peak supply drop -> 0.00001782 V
Power, Total -> 5.385 mW
# Cells Yosys -> 17696
total grt overflow -> 0
crit path capture type -> primary output
vias in the first global route -> 164655
Dominant flop cell -> edfxtp_1
hold depth -> 2
Seq cells post-synth -> 6146
Critical Path Slowest Stage Cell -> a2bb2oi_1
Fillers -> 42233
fin crit period -> 53040 ps
GR Util All Layers -> 37.03%
clock skew -> 0.1330 ps
Final period util -> 49.02%
drt pass-1 iters -> 7
post-route DRC violation count -> 0
status -> finished, violations left
root buffer cell -> clkbuf_16
final WL -> 923800 um
vias post-DR -> 155922
worst-margin pin slew -> 1516 ps
violated checks -> slew limit
die width -> 751.2 um
RSZ-0062 raised after global routing -> false
Inserted Clock Buffers -> 659
clk sinks -> 6146
Hold Path Sink -> SATURATION[1]
cts-stage hold buffer count -> 0
PD cells -> 17.23 nW/um^2
f_max -> 18.85 MHz
CP required -> 86560 ps
Min-Delay Path Class -> reg -> reg
die height -> 751.2 um
Synth Cell Area -> 280700 um^2
row count -> 274
TritonCTS clock tree -> built
min-delay src -> SATURATION[0]
Post-synth seq share -> 65.75%
most instantiated library cell after synthesis -> edfxtp_1
setup bufs post-CTS -> 0
Synth Instances -> 17696
max-slew violation count -> 2
reg2reg path depth -> 3
yosys warning tally -> 1
## area by class of cell
| class | count | area (um^2) | share of cell area (%) |
|---|---|---|---|
| flip-flops and latches | 6146 | 184500 | 59.04 |
| clock buffers | 856 | 17490 | 5.594 |
| well taps | 7452 | 9324 | 2.983 |
| clock inverters | 350 | 2766 | 0.8850 |
| inverters | 14 | 65.06 | 0.02081 |
| diodes | 103 | 257.7 | 0.08246 |
| multi-input cells | 9567 | 89050 | 28.49 |
| repair buffers | 1146 | 9087 | 2.907 |
## stage by stage
step / setup WS, ps / instances / area, um^2 / util [%]
6_report: 55160 / 25634 / 312600 / 56.04
3_3_place_gp: 55180 / 24324 / 292000 / 52.36
5_1_grt: 54780 / 25576 / 312400 / 56.01
2_1_floorplan: 61780 / 17696 / 280700 / -
4_1_cts: 55330 / 25531 / 312300 / 55.99
3_5_place_dp: 55360 / 24325 / 292100 / 52.36
## metal layers
layer	global-route usage (%)	share of wire [%]	vias up
met5	3.317	0.28	-
met1	47.64	31	77891
met4	14.62	5.2	68
li1	-	-	66246
met3	28.33	18	1789
met2	49.87	45	9928
## state kept, by name, summed over array words and instances (netlist names)
signal	cells
TARGET	4096
TAG	2048
SATURATION	2
## how the worst max path moves through the flow
stage / end / slack (ps) / cells past startpoint
CTS: next_PC[7] / 55330 / 19
global route: next_PC[6] / 54780 / 19
finish: next_PC[6] / 55160 / 19
## placed cells by master (no fill, tap or decap), drive strengths merged, types with 8 or more instances in the layout
cell type      instances
o221ai                18
bufinv                24
nor2b                 24
clkbuf               856
o211ai                13
o31ai                  9
a22o                  22
inv                   35
nand3                 43
and3                   8
o21ai                298
nand2                130
clkdlybuf4s50         38
a2bb2oi                8
xnor2                 13
diode                103
edfxtp              6144
and2                5126
nand2b                 9
or3                 1028
mux4                1708
a21oi                123
mux2                  34
nor4                  17
a31oi                 19
a211oi                24
a22oi                200
a221oi                42
nor2                 300
clkinv               298
mux2i                193
buf                 1108
nor3                  23
o22ai                 34
## power breakdown
part	total (mW)	internal, mW	switching, mW	leakage [nW]
logic	0.463	0.153	0.309	36.4
registers	2.76	2.73	0.0299	58.9
clock network	2.16	1.20	0.959	9.84
## tightest hold or removal path, cell delays in order, from the launching register on
cell and delay (ps):
dfxtp_1 340, nor2_1 100, o21ai_0 80
## kinds of logic after synthesis
family | share of synthesized area, %
compound gates | 2.011
fa+ha+maj | 0.004457
buf+inv | 3.028
flops | 65.75
xor+xnor | 0.05929
mux | 14.53
simple gates | 14.62
Power and IR drop assume default switching activity.
